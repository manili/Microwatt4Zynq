<file path="flow/config.mk">
export PLATFORM = sky130hd
export DESIGN_NAME = s_axi_lite
export DESIGN_NICKNAME = s_axi_lite
export VERILOG_FILES = /design/flow/design.v
export SDC_FILE = /design/flow/constraint.sdc
export NUM_CORES = 4
export LEC_CHECK = 1
export CORE_UTILIZATION = 40
</file>
<file path="flow/constraint.sdc">
current_design s_axi_lite

set clk_period 6.1
set clk_io_pct 0.2

create_clock -name clk0 -period $clk_period [get_ports {aclk}]

set non_clock_inputs [all_inputs -no_clocks]
set_input_delay [expr $clk_period * $clk_io_pct] -clock clk0 $non_clock_inputs
set_output_delay [expr $clk_period * $clk_io_pct] -clock clk0 [all_outputs]
</file>
<file path="flow/run.sh">
#!/bin/bash
# OpenROAD 26Q1-2900-gdf79404cd8, Yosys 0.63+post, stock flow scripts
make -C /OpenROAD-flow-scripts/flow DESIGN_CONFIG=/design/flow/config.mk WORK_HOME=/design/flow/orfs finish
</file>
<file path="flow/design.v">
`timescale 1ns/1ps
module s_axi_lite #(
    parameter ADDR_WIDTH   = 32,
    parameter DATA_WIDTH   = 32,
    parameter BYTE_WIDTH   = DATA_WIDTH / 8,
    parameter WBS_ADDR_LSB = $clog2(BYTE_WIDTH),
    parameter DEV_SIZE     = 4,
    parameter DEV_ADDR     = $clog2(DEV_SIZE) + WBS_ADDR_LSB
) (
    output wire [DATA_WIDTH-1:0]    slv_reg0,        
    output wire [DATA_WIDTH-1:0]    slv_reg1,        
    output wire [DATA_WIDTH-1:0]    slv_reg2,        
    output wire [DATA_WIDTH-1:0]    slv_reg3,        
    input  wire                     aclk,
    input  wire                     aresetn,         
    input  wire [2:0]               s_axi_awprot,
    input  wire [ADDR_WIDTH-1:0]    s_axi_awaddr,
    input  wire                     s_axi_awvalid,
    output reg                      s_axi_awready,
    input  wire [DATA_WIDTH-1:0]    s_axi_wdata,
    input  wire [BYTE_WIDTH-1:0]    s_axi_wstrb,
    input  wire                     s_axi_wvalid,
    output reg                      s_axi_wready,
    output reg  [1:0]               s_axi_bresp,
    output reg                      s_axi_bvalid,
    input  wire                     s_axi_bready,
    input  wire [2:0]               s_axi_arprot,
    input  wire [ADDR_WIDTH-1:0]    s_axi_araddr,
    input  wire                     s_axi_arvalid,
    output reg                      s_axi_arready,
    output reg  [DATA_WIDTH-1:0]    s_axi_rdata,
    output reg  [1:0]               s_axi_rresp,
    output reg                      s_axi_rvalid,
    input  wire                     s_axi_rready
);
    reg  [DATA_WIDTH-1:0] mm_dev [0:DEV_SIZE-1];
    assign slv_reg0 = mm_dev[0];
    assign slv_reg1 = mm_dev[1];
    assign slv_reg2 = mm_dev[2];
    assign slv_reg3 = mm_dev[3];
    reg  aw_en;                  
    reg  [DEV_ADDR-1:0] awaddr_latched;
    wire [DEV_ADDR-WBS_ADDR_LSB-1:0] awaddr_word = awaddr_latched >> WBS_ADDR_LSB;
    reg  w_en;                   
    reg  [DATA_WIDTH-1:0] wdata_latched;
    reg  [BYTE_WIDTH-1:0] wstrb_latched;
    reg  ar_en;                  
    reg  [DEV_ADDR-1:0] araddr_latched;
    wire [DEV_ADDR-WBS_ADDR_LSB-1:0] araddr_word = araddr_latched >> WBS_ADDR_LSB;
    integer i;
    always @(posedge aclk) begin
        if (!aresetn) begin
            mm_dev[0] <= {DATA_WIDTH{1'b0}};
            mm_dev[1] <= {DATA_WIDTH{1'b0}};
            mm_dev[2] <= {DATA_WIDTH{1'b0}};
            mm_dev[3] <= 32'hDEADBEEF;
            s_axi_awready   <= 1'b0;
            s_axi_wready    <= 1'b0;
            s_axi_bvalid    <= 1'b0;
            s_axi_bresp     <= 2'b00;
            s_axi_arready   <= 1'b0;
            s_axi_rvalid    <= 1'b0;
            s_axi_rresp     <= 2'b00;
            s_axi_rdata     <= {DATA_WIDTH{1'b0}};
            aw_en           <= 1'b0;
            awaddr_latched  <= {DEV_ADDR{1'b0}};
            w_en            <= 1'b0;
            wdata_latched   <= {DATA_WIDTH{1'b0}};
            wstrb_latched   <= {BYTE_WIDTH{1'b0}};
            ar_en           <= 1'b0;
            araddr_latched  <= {DEV_ADDR{1'b0}};
        end else begin
            s_axi_awready <= 1'b0;
            s_axi_wready  <= 1'b0;
            s_axi_arready <= 1'b0;
            if (s_axi_awvalid && !aw_en && !s_axi_awready) begin
                s_axi_awready   <= 1'b1;
                awaddr_latched  <= s_axi_awaddr[DEV_ADDR-1:0];
                aw_en           <= 1'b1;
            end
            if (s_axi_wvalid && !w_en && !s_axi_wready) begin
                s_axi_wready    <= 1'b1;
                wdata_latched   <= s_axi_wdata;
                wstrb_latched   <= s_axi_wstrb;
                w_en            <= 1'b1;
            end
            if (aw_en && w_en && !s_axi_bvalid) begin
                for (i=0; i<BYTE_WIDTH; i=i+1)
                    if (wstrb_latched[i]) mm_dev[awaddr_word][i*8 +: 8] <= wdata_latched[i*8 +: 8];
                s_axi_bvalid <= 1'b1;
                s_axi_bresp  <= 2'b00;
                aw_en <= 1'b0;
                w_en  <= 1'b0;
            end
            if (s_axi_bvalid && s_axi_bready) begin
                s_axi_bvalid <= 1'b0;
            end
            if (s_axi_arvalid && !ar_en && !s_axi_arready) begin
                s_axi_arready   <= 1'b1;
                araddr_latched  <= s_axi_araddr[DEV_ADDR-1:0];
                ar_en           <= 1'b1;
            end
            if (ar_en && !s_axi_rvalid) begin
                if (araddr_word == 3'h3)
                    s_axi_rdata <= slv_reg3;
                else
                    s_axi_rdata <= mm_dev[araddr_word];
                s_axi_rvalid <= 1'b1;
                s_axi_rresp  <= 2'b00;
            end
            if (s_axi_rvalid && s_axi_rready) begin
                s_axi_rvalid <= 1'b0;
                ar_en        <= 1'b0;
            end
        end
    end
endmodule
</file>
==> impl_metrics.toml <==
# physical design summary
[power]
ir_worst_vdd_mv = 0.124
pwr-share-seq = 0.502
power_switching_share = 0.228
fraction_of_power_consumed_by_combinational_cells = 0.110
power.density_cell_area_nw_per_um2 = 270
power_leakage_nw = 4.03
internal_power_mw = 2.50
power.net_switching_uw = 737
clk_network_pwr_share = 0.388

[clock_network]
cts_htree_levels = 1
cts_hold_repair.buffers = 0
cts.sinks = 210
cts_root_buf = "clkbuf_16"
clk_latency_ps = 500
tritoncts = "built"
cts-buffers-inserted = 23
post_cts_resized = 0
worst_setup_hold_path_clk_slew_ps = 60
buffers_from_clock_root_to_sink_at_most = 3
post-cts-setup-buffer-count = 0

[floorplanning]
initial_core_utilization = 0.410
core_region_area_um2 = 21900
chip_area_um2 = 23100
fp-row-count = 54
die_height_um = 152
ioPinCount = 282
die-width_um = 152

[synthesis]
syn-instance-count = 771
synthDistinctLibCells = 34
yosysWarningCount = 1
edf_count = 128
yosys-stat-area_um2 = 8980
synth.avg_cell_area_um2 = 11.6
yosysCellCount = 771
synth_area_leader_cell = "edfxtp_1"
netlist.top_cell.by_instances = "edfxtp_1"
yosys-top-cells-count = "edfxtp_1 (128), nand2_1 (108), dfxtp_1 (82)"
flop_cell = "edfxtp_1"
async_flop_share = 0
yosysSeqAreaShare = 0.611
netlist_top_cells_area = "edfxtp_1 (43%), dfxtp_1 (18%), mux2_2 (8.0%)"
netlist.area_leader.share = 0.428
syn-cell-area_um2 = 8980
synth.ff_latch_count = 210

[routing]
first_pass_iters = 9
detail_route.wl_per_cell_um = 19.4
drc_violation_total_after_the_first_tritonroute_iteration = 417
antenna_violating_nets_left = 0
antenna_cells = 0
drc = 0
dr_total_vias = 6612
detail_route.vias_per_cell = 5.21
drt-total-wl_mm = 24.6

[critical_path]
timing_worst_setup_path_type = "flop to flop"
ordered_cell_list_for_the_critical_path = "nand3b_4, or3_2, buf_4, o21ai_0, buf_4"
critical_path.endpoint_type = "flop"
timing.critical_path.slowest_cell_delay_ps = 530
worst_r2r_path_depth = 5
cp_common_cell = "buf_4"
worst_setup_path_start_kind = "flop"
cp.depth = 5
crit_arrival_ps = 2970
crit_required_ps = 6300
cp_slowest_cell = "or3_2"
family_with_the_most_delay_on_the_worst_path = "simple AND/OR/NAND/NOR gates"
worstPathBufferInverterCount = 2
critical_path_peak_fanout = 36

[job]
openroad.warnings = 91
timing.max_cap.violations = 0

[place]
finalWeightedCongestion = 0.815
buffer_ports.inserted = 211
dp_hpwl_mm = 16.3
placed_cells_incl_taps = 1228
dpl-instance-area_um2 = 11300
pre_cts_slack_ps = 2990

[timing]
clock-skew-final_ps = 8.53
layout_setup_ws_ps = 3330
period_needed_ps = 2770
finalMaxSlewViolations = 0
setup_repair_after_global_routing_missed_its_margin = "false"
period_used_share = 0.454
slew-limit-headroom = 0.460
final-setup-viol-count = 0
worst_slew_pin_tran_ps = 810
fin_tns_setup_ps = 0
max_freq_ghz = 0.361
hold_viol = 0

[grt]
grt_remaining_overflow = 0
pin_count_of_the_biggest_net_entering_global_routing = 81
track_usage = 0.228
grt_antenna_before_repair = 1
met1_layer_usage_reported_by_global_route = 0.347
number_of_global_route_vias_before_repair = 6511
grt_util_met2 = 0.336
grt_util_met3 = 0.0759
global_route_wire_length_before_repair_mm = 38.2
busiest_layer = "met1"

[finish]
design_area_um2 = 12000
drive_above_1_share = 0.173
area_delta_synth_final_pct = 33.7
final_util = 0.548
final_cells = 1269

[worst_hold_path]
worst_hold_path.num_cells = 2
hold_path.class = "flop to flop"

[status]
outcome = "complete, no violations"
## layer usage
metal  wire length, um  up-vias
li1                  -     3179
met3              2360       36
met5                10        -
met4               659        2
met2             11200      280
met1             10400     3115
## cells by family (layout without fill, tap and decap cells)
group	Yosys count	in the layout	share of synthesized area
multiplexers	68	68	0.0847
buffers and inverters	70	285	0.0433
AND/OR/NAND/NOR	263	263	0.140
AND-OR/OR-AND	159	159	0.121
other	1	4	0.000418
flip-flops	210	210	0.611
## worst reg2reg max path, delay by kind of cell, from the launching register on
family	cells	cell delay (ps)
buffers and inverters	2	610
AOI/OAI and AO/OA	1	500
and+or+nand+nor	2	900
DFF	1	470
## worst paths after layout
kind / endpoint / slack (ps) / start
setup reg to reg: mm_dev[0][20] / 3330 / w_en
setup / recovery: mm_dev[0][20] / 3330 / w_en
hold reg to reg: wdata_latched[2] / 480 / wdata_latched[2]
hold / removal: wdata_latched[2] / 480 / wdata_latched[2]
## placed cells by master, fill, tap and decap left out, types with 2 or more instances in the layout
| cell | instances |
|---|---|
| clkdlybuf4s50_1 | 210 |
| edfxtp_1 | 128 |
| nand2_1 | 108 |
| dfxtp_1 | 81 |
| nor2_1 | 68 |
| mux2_2 | 64 |
| o21ai_0 | 46 |
| a21oi_1 | 36 |
| a21boi_0 | 35 |
| a222oi_1 | 32 |
| nor2_2 | 30 |
| buf_4 | 29 |
| clkbuf_16 | 23 |
| or3_1 | 19 |
| and2_1 | 16 |
| clkbuf_1 | 9 |
| or3_2 | 6 |
| nor2b_1 | 6 |
| inv_1 | 5 |
| a21boi_1 | 4 |
| mux2i_1 | 4 |
| conb_1 | 4 |
| clkinv_2 | 4 |
| clkbuf_8 | 3 |
| nand3b_2 | 2 |
| nor3b_1 | 2 |
| o21a_1 | 2 |
## layout make-up
class	count	area [um2]
Inverter	5	18.8
Clock inverter	6	31.3
Tap cell	280	350
Timing Repair Buffer	239	2320
Multi-Input combinational cell	494	3150
Clock buffer	35	651
Sequential cell	210	5490
Fill cell	1918	9880
## power groups by stage
stage	clock (mW)	combinational, mW	sequential, mW
finish	1.26	0.355	1.63
global route	1.34	0.391	1.64
CTS	1.28	0.360	1.63
## state kept, by name, indices dropped and copies added, names as in the netlist, 2 cells and up, named ones only
register and cells:
mm_dev 128, wdata_latched 32, araddr_latched 2, awaddr_latched 2, wstrb_latched 4, s_axi_rdata 32
## metrics by stage
stage                     hold slack [ps]  total power, mW
after floorplan                       445             1.81
after global placement                465             2.01
after detailed placement              472             2.01
after CTS                             480             3.27
after global routing                  510             3.37
final                                 477             3.24
Power figures rest on the tool's default switching activity, not on a simulated workload.
