### flow/design.v
module s_wb_2_m_axi_lite #(
    parameter ADDR_WIDTH   = 32,
    parameter DATA_WIDTH   = 64,
    parameter BYTE_WIDTH   = DATA_WIDTH / 8,
    parameter WBS_ADDR_LSB = $clog2(BYTE_WIDTH)
) (
    input  wire                  aclk,           
    input  wire                  aresetn,        
    input  wire                  s_wb_cyc,       
    input  wire                  s_wb_stb,       
    input  wire                  s_wb_we,        
    input  wire [ADDR_WIDTH-1:WBS_ADDR_LSB] s_wb_adr,  
    input  wire [DATA_WIDTH-1:0] s_wb_dat_i,     
    input  wire [BYTE_WIDTH-1:0] s_wb_sel,       
    output reg  [DATA_WIDTH-1:0] s_wb_dat_o,     
    output reg                   s_wb_ack,       
    output reg                   s_wb_stall,     
    output reg  [2:0]            m_axi_awprot,   
    output reg                   m_axi_awvalid,  
    output reg  [ADDR_WIDTH-1:0] m_axi_awaddr,   
    input  wire                  m_axi_awready,  
    output reg                   m_axi_wvalid,   
    output reg  [DATA_WIDTH-1:0] m_axi_wdata,    
    output reg  [BYTE_WIDTH-1:0] m_axi_wstrb,    
    input  wire                  m_axi_wready,   
    input  wire                  m_axi_bvalid,   
    input  wire [1:0]            m_axi_bresp,    
    output reg                   m_axi_bready,   
    output reg  [2:0]            m_axi_arprot,   
    output reg                   m_axi_arvalid,  
    output reg  [ADDR_WIDTH-1:0] m_axi_araddr,   
    input  wire                  m_axi_arready,  
    input  wire                  m_axi_rvalid,   
    input  wire [DATA_WIDTH-1:0] m_axi_rdata,    
    input  wire [1:0]            m_axi_rresp,    
    output reg                   m_axi_rready    
);
    localparam [1:0] WB_S_IDLE = 2'b00;
    localparam [1:0] WB_S_WAIT = 2'b01;
    localparam [1:0] WB_S_DONE = 2'b10;
    localparam [1:0] AXI_S_IDLE  = 2'b00;
    localparam [1:0] AXI_S_WRITE = 2'b01;
    localparam [1:0] AXI_S_READ  = 2'b10;
    reg [1:0] wb_state;
    reg axi_start;
    reg axi_we;
    reg [ADDR_WIDTH-1:0] axi_addr;
    reg [DATA_WIDTH-1:0] axi_wdata;
    reg [BYTE_WIDTH-1:0] axi_wstrb;
    reg [1:0] axi_state;
    reg axi_done;
    reg axi_resp_err;
    reg [1:0] axi_resp_code;
    reg [DATA_WIDTH-1:0] axi_rdata;
    wire [2:0] DEF_PROT = 3'b000;
    always @(*) begin
        if (!aresetn) begin
            s_wb_stall  <= 1'b0;
        end else begin
            if (s_wb_cyc && s_wb_stb)
                s_wb_stall  <= !s_wb_ack;
            else
                s_wb_stall  <= 1'b0;
        end
    end
    always @(posedge aclk) begin
        if (!aresetn) begin
            wb_state    <= WB_S_IDLE;
            s_wb_dat_o  <= {DATA_WIDTH{1'b0}};
            s_wb_ack    <= 1'b0;
            axi_start   <= 1'b0;
            axi_we      <= 1'b0;
            axi_addr    <= {ADDR_WIDTH{1'b0}};
            axi_wdata   <= {DATA_WIDTH{1'b0}};
            axi_wstrb   <= {BYTE_WIDTH{1'b0}};
        end else begin
            case (wb_state)
                WB_S_IDLE: begin
                    s_wb_ack   <= 1'b0;
                    if (s_wb_cyc && s_wb_stb && !s_wb_ack) begin
                        axi_start   <= 1'b1;
                        axi_we      <= s_wb_we;
                        axi_addr    <= { s_wb_adr, {WBS_ADDR_LSB{1'b0}} };  
                        axi_wdata   <= s_wb_dat_i;
                        axi_wstrb   <= s_wb_sel;
                        wb_state <= WB_S_WAIT;
                    end
                end
                WB_S_WAIT: begin
                    axi_start <= 1'b0;
                    if (axi_done) begin
                        if (!axi_we) begin
                            s_wb_dat_o <= axi_rdata;
                        end
                        s_wb_ack <= 1'b1;
                        wb_state <= WB_S_IDLE;
                    end
                end
                default: begin
                    wb_state <= WB_S_IDLE;
                end
            endcase
        end
    end
    always @(posedge aclk) begin
        if (!aresetn) begin
            axi_state       <= AXI_S_IDLE;
            axi_done        <= 1'b0;
            axi_rdata       <= {DATA_WIDTH{1'b0}};
            axi_resp_err    <= 1'b0;
            axi_resp_code   <= 2'b00;
            m_axi_awvalid   <= 1'b0;
            m_axi_wvalid    <= 1'b0;
            m_axi_bready    <= 1'b0;
            m_axi_arvalid   <= 1'b0;
            m_axi_rready    <= 1'b0;
            m_axi_awaddr    <= {ADDR_WIDTH{1'b0}};
            m_axi_wdata     <= {ADDR_WIDTH{1'b0}};
            m_axi_wstrb     <= {BYTE_WIDTH{1'b0}};
            m_axi_araddr    <= {ADDR_WIDTH{1'b0}};
            m_axi_awprot    <= DEF_PROT;
            m_axi_arprot    <= DEF_PROT;
        end else begin
            case (axi_state)
                AXI_S_IDLE: begin
                    axi_done <= 1'b0;
                    if (axi_start) begin
                        if (axi_we) begin
                            m_axi_awaddr  <= axi_addr;
                            m_axi_wdata   <= axi_wdata;
                            m_axi_wstrb   <= axi_wstrb;
                            m_axi_awvalid <= 1'b1;
                            m_axi_wvalid  <= 1'b1;
                            m_axi_bready  <= 1'b1;     
                            axi_state   <= AXI_S_WRITE;
                        end else begin
                            m_axi_araddr  <= axi_addr;
                            m_axi_arvalid <= 1'b1;
                            m_axi_rready  <= 1'b1;
                            axi_state   <= AXI_S_READ;
                        end
                    end
                end
                AXI_S_WRITE: begin
                    if (m_axi_awvalid && m_axi_awready) m_axi_awvalid <= 1'b0;
                    if (m_axi_wvalid  && m_axi_wready)  m_axi_wvalid  <= 1'b0;
                    if (m_axi_bvalid) begin
                        m_axi_bready    <= 1'b0;
                        axi_resp_code   <= m_axi_bresp;
                        axi_resp_err    <= (m_axi_bresp != 2'b00);
                        axi_done        <= 1'b1;
                        axi_state       <= AXI_S_IDLE;
                    end
                end
                AXI_S_READ: begin
                    if (m_axi_arvalid && m_axi_arready) m_axi_arvalid <= 1'b0;
                    if (m_axi_rvalid) begin
                        m_axi_rready    <= 1'b0;
                        axi_rdata       <= m_axi_rdata;
                        axi_resp_code   <= m_axi_rresp;
                        axi_resp_err    <= (m_axi_rresp != 2'b00);
                        axi_done        <= 1'b1;
                        axi_state       <= AXI_S_IDLE;
                    end
                end
                default: axi_state <= AXI_S_IDLE;
            endcase
        end
    end
endmodule
### flow/run.sh
#!/bin/bash
# OpenROAD 26Q1-2900-gdf79404cd8, Yosys 0.63+post, stock flow scripts
make -C /OpenROAD-flow-scripts/flow DESIGN_CONFIG=/design/flow/config.mk WORK_HOME=/design/flow/orfs finish
### flow/config.mk
export PLATFORM = sky130hd
export DESIGN_NAME = s_wb_2_m_axi_lite
export DESIGN_NICKNAME = s_wb_2_m_axi_lite
export VERILOG_FILES = /design/flow/design.v
export SDC_FILE = /design/flow/constraint.sdc
export NUM_CORES = 4
export LEC_CHECK = 1
export CORE_UTILIZATION = 40
### flow/constraint.sdc
current_design s_wb_2_m_axi_lite

set clk_period 9.6
set clk_io_pct 0.2

create_clock -name clk0 -period $clk_period [get_ports {aclk}]

set non_clock_inputs [all_inputs -no_clocks]
set_input_delay [expr $clk_period * $clk_io_pct] -clock clk0 $non_clock_inputs
set_output_delay [expr $clk_period * $clk_io_pct] -clock clk0 [all_outputs]
==> summary.txt <==
Implementation summary

The run finished with clean final reports. The count of nets left with antenna violations after detail routing is 0. Compared with the post-synthesis result, the final layout area differs by 37.6%.

The tree is rooted in a sky130_fd_sc_hd__clkbuf_16. The worst setup slack for register-to-register paths is 7.28 ns. The routed wire length per instance is ~15 um. The number of clock sinks is ~370. Post-synth the commonest register cell is sky130_fd_sc_hd__dfxtp_1. The depth of the most critical reg-to-reg path is 5. The capturing element type of the critical path is a primary output. The via count of the first global-routing pass came to between 10,000 and 15,000. The slew at the pin with the worst max-slew slack is a little under 0.8 ns.

Per STA, the highest per-stage delay on the worst path measures 0.77 ns. The post-CTS setup buffer count is 0. Leaving out fill and tap cells, the most frequent cell in the layout is sky130_fd_sc_hd__nand2_1. The dominant kind of combinational cell is simple AND/OR/NAND/NOR gates.

The power density over cell area is between 150 and 200 mW/mm2. The standard cell core area is between 0.03 and 0.04 mm2. The fraction of registers with async set or reset after synthesis is 0%. The synthesized netlist cell count is about 1,600. Per the TritonCTS log, the buffer count is between 40 and 50.

The post-CTS clock slew at the launch and capture registers of the worst setup and hold paths is around 0.050 ns. The final critical-path required period is 5.80 ns. The number of library cell types mapped by synthesis is 29. The clock tree buffer depth is 3. The worst-case setup slack after placement is between 3 and 4 ns. In this run the critical path is formed by clkdlybuf4s50_1 > inv_8 > nor3_1 > clkdlybuf4s50_1. OpenROAD reports that the post-layout worst path occupies approximately 60% of the period. In this run the critical register-to-register path is launched from s_wb_ack$_SDFFE_PN0P_. For this run, the detailed router reports a per-instance via density of roughly 4.8. The largest total area in the synthesized netlist belongs to sky130_fd_sc_hd__dfxtp_1. The fraction of the mapped netlist area in simple logic gates is 21.8%. In this run the horizontal extent of the chip is between 150 and 200 um.

Setup repair after global routing left no endpoint under its margin. The master of the slowest instance on the critical path is sky130_fd_sc_hd__clkdlybuf4s50_1. During I/O placement, the number of pins put on the boundary was ~390. In the post-synthesis netlist, the biggest area contributors are sky130_fd_sc_hd__dfxtp_1 (57%), sky130_fd_sc_hd__nand2_1 (21%), sky130_fd_sc_hd__a21oi_1 (14%), sky130_fd_sc_hd__buf_2 (2.1%), sky130_fd_sc_hd__buf_6 (2.0%). As reported, the later end of the worst-skew pair has a clock insertion delay of about 0.52 ns. The top cell types in the final layout, fill and taps aside, are sky130_fd_sc_hd__nand2_1 (725), sky130_fd_sc_hd__clkdlybuf4s50_1 (375), sky130_fd_sc_hd__dfxtp_1 (373). The setup slack of the critical path after layout is 3.80 ns. The synthesized cell area is between 0.01 and 0.015 mm2. The terminus of the critical flop-to-flop path is axi_wdata[5]$_SDFFE_PN0P_. The fraction of the core area occupied by cells at floorplan is 40.6%. Summing over every cut layer, the via total after detailed routing is approximately 12,000. Per the slew report, the remaining headroom to the max-slew limit stands at a little under half. Summed over all layers, the global routing overflow is 0. The critical path start-end classification is in2out.

The number of synthesized flops with an enable pin is 0. The summed negative setup slack over all endpoints is 0 ns. The TritonCTS clock tree is built. The first-pass GRT wire length is between 50,000 and 60,000 um. The detailed-placement wirelength estimate is around 23,000 um. The number of max-slew violations in the final report is 0. Following the worst setup path forward leads to its endpoint at s_wb_stall. The post-cts sizing count is 0.

The overall fraction of global-route tracks in use is approximately 22%. The endpoint required time on the critical path is 7.68 ns. Note that the worst hold path type here is reg2reg. Tracing the worst setup path back leads to its startpoint at aresetn.

RePlAce ended its routability-driven mode at a weighted congestion of approximately 0.85. The critical path data arrival time is 3.88 ns. The overall die area is roughly 0.034 mm2. The total of hold buffers inserted after clock tree synthesis is 0.

The number of antenna violations at the first check in global routing is 6. The static leakage power is between 0.006 and 0.007 uW. The share of the synthesized area in the top cell type is 56.7%. The most frequent cell on the critical path is sky130_fd_sc_hd__clkdlybuf4s50_1. The die boundary height is ~180 um. The wire length reported by the detailed router is around 37,000 um. STA classifies the critical path startpoint as an input port. The number of synthesized register bits is 373. The mux cell area share after synthesis is 0%.

The last timing report of the flow puts the setup violation total at 0. The worst hold path passes through 2 cells. Across the routed clock network, the largest skew measured is a little under 0.006 ns. Of all nets on the critical path, the largest fanout is 128. Entering global routing, the biggest net connects about 170 pins.

In this run the tool buffered the top-level ports with 375 buffer cells. For this block, the initial DRC count from the detailed router was just over 700. The mean cell area of the mapped netlist is 8.04 um2.

The iteration count recorded for the first detailed-route pass is 5. The cell row count is about 66. Per the timing report, the achievable frequency comes out to approximately 170 MHz. Counting the warning lines in the Yosys log gives 1. The final hold violation count recorded for this run is 0. Per the synthesis report, the adder-cell share of the synthesized area is 0%. The synthesized netlist devotes between 10% and 20% of its cell area to compound gates. The peak supply drop is around 0.00012 V. For this run, the register share of the synthesized area comes to 56.7%. The area share of xor/xnor cells in the synthesized design is 0%. Per the detail_route report, DRC violations left total 0. According to the Yosys statistics, the synthesized design has a chip area of 0.0132 mm2. In this run the number of H-tree levels came out at 2. Max-cap violations in this run came to 0. In this run the tools logged warnings totalling 35. The proportion of layout cells with a drive suffix above 1 is under 10%. The post-synthesis cell count from yosys is between 1,500 and 2,000.
-- synthesized netlist by cell type (2+ instances only) --
cell,number
sky130_fd_sc_hd__nand2b_1,4
sky130_fd_sc_hd__buf_6,23
sky130_fd_sc_hd__nand3b_1,2
sky130_fd_sc_hd__nor2_1,2
sky130_fd_sc_hd__nor3_1,2
sky130_fd_sc_hd__and3b_1,2
sky130_fd_sc_hd__buf_8,2
sky130_fd_sc_hd__and4b_1,2
sky130_fd_sc_hd__dfxtp_1,373
sky130_fd_sc_hd__o31a_1,2
sky130_fd_sc_hd__a21oi_1,358
sky130_fd_sc_hd__a21boi_0,2
sky130_fd_sc_hd__buf_2,54
sky130_fd_sc_hd__buf_1,2
sky130_fd_sc_hd__o21ai_0,5
sky130_fd_sc_hd__and2_1,2
sky130_fd_sc_hd__and3_1,3
sky130_fd_sc_hd__nand2_1,726
sky130_fd_sc_hd__buf_4,25
sky130_fd_sc_hd__a21oi_2,10
sky130_fd_sc_hd__nand3_1,2
sky130_fd_sc_hd__inv_1,2
sky130_fd_sc_hd__clkbuf_1,28
-- cells by family after synthesis --
| group | after synthesis |
|---|---|
| buf+inv | 137 |
| flops | 373 |
| simple gates | 748 |
| compound gates | 380 |
| other cells | 1 |
-- registers in the layout, summed over array words and instances (netlist names), 29 cells and up --
signal	cells
axi_addr	29
axi_rdata	64
axi_wdata	64
m_axi_araddr	29
m_axi_awaddr	29
m_axi_wdata	64
s_wb_dat_o	64
-- through the flow --
step	power, uW	area [um2]	hold slack [ns]	utilization (%)	instances
3_5_place_dp	1860	16800	0.442	51.8	2348
2_1_floorplan	1750	13200	0.422	-	1650
5_1_grt	3470	18100	0.459	55.8	2415
6_report	3330	18100	0.447	55.8	2419
4_1_cts	3380	18100	0.449	55.8	2413
3_3_place_gp	1860	16800	0.436	51.8	2348
-- worst max-delay path: cells and delay by family --
family | cells | cell delay (ns)
buffers and inverters | 3 | 1.69
AND/OR/NAND/NOR | 1 | 0.27
-- how the worst min path moves through the flow --
stage                     startpoint                            to  slack (ns)
4_1_cts   axi_rdata[22]$_SDFFE_PN0P_   s_wb_dat_o[22]$_SDFFE_PN0P_        0.45
5_1_grt   axi_rdata[22]$_SDFFE_PN0P_   s_wb_dat_o[22]$_SDFFE_PN0P_        0.46
6_report  axi_wdata[59]$_SDFFE_PN0P_  m_axi_wdata[59]$_SDFFE_PN0P_        0.45
-- power by group --
part | leakage, uW | switching [uW] | internal [uW]
sequential | 0.00302 | 22.8 | 1590
combinational | 0.00243 | 113 | 105
clock | 0.000641 | 599 | 909
-- per-layer routing --
metal | vias to the layer above | share of wire, % | track usage (%)
met1 | 5272 | 43 | 32.4
met2 | 333 | 44 | 32.2
met5 | - | 0.035 | 0
li1 | 5878 | - | -
met3 | 68 | 9.1 | 7.01
met4 | 2 | 3.1 | 6.40
-- cell type report --
type / count / area, um2
Antenna cell: 6 / 15.0
Clock buffer: 55 / 1180
Clock inverter: 10 / 108
Fill cell: 3010 / 14300
Inverter: 3 / 18.8
Multi-Input combinational cell: 1140 / 4900
Sequential cell: 373 / 7470
Tap cell: 442 / 553
Timing Repair Buffer: 390 / 3880
Power and IR drop assume default switching activity.
